===== config.mk =====
export PLATFORM = sky130hd
export DESIGN_NAME = labsubiii
export DESIGN_NICKNAME = labsubiii
export VERILOG_FILES = /design/flow/design.v
export SDC_FILE = /design/flow/constraint.sdc
export NUM_CORES = 4
export LEC_CHECK = 1
export CORE_AREA = 10 10 105 105
export DIE_AREA = 0 0 115 115

===== design.v =====
module labsubiii(rst, x, CLOCK_50, y);
	input rst;
	input [7:0] x;
	input CLOCK_50;
	output [7:0] y;
	wire [7:0] w0 ,w1, w2,w3;
	wire [7:0] out_wire;
	wire [7:0] input_res_checked;
	reg [7:0]x_1, x_2, x_3;
	assign input_res_checked=(rst)?0:x;
	assign w0 = input_res_checked >> 2;
	assign w1 = x_1 >> 2;
	assign w2 = x_2 >> 2;
	assign w3 = x_3 >> 2;
	assign out_wire = w0 + w1 + w2 + w3;
	always @(posedge CLOCK_50) begin 
		x_1 <= input_res_checked;
		x_2 <= x_1;
		x_3 <= x_2;
	end
	assign y = out_wire;
endmodule 

===== constraint.sdc =====
current_design labsubiii

set clk_period 5.3
set clk_io_pct 0.2

create_clock -name clk0 -period $clk_period [get_ports {CLOCK_50}]

set non_clock_inputs [all_inputs -no_clocks]
set_input_delay [expr $clk_period * $clk_io_pct] -clock clk0 $non_clock_inputs
set_output_delay [expr $clk_period * $clk_io_pct] -clock clk0 [all_outputs]

===== run.sh =====
#!/bin/bash
# OpenROAD 26Q1-2900-gdf79404cd8, Yosys 0.63+post, stock flow scripts
make -C /OpenROAD-flow-scripts/flow DESIGN_CONFIG=/design/flow/config.mk WORK_HOME=/design/flow/orfs finish

==> out/writeup.txt <==
The flow ran to the end, and the final reports show no timing, DRC or antenna violations. The via count of the first global-routing pass is 636. Per the summary, power density relative to cell area is 286 nW/um^2.

The kind of cell with the highest combined delay along the critical path is adder cells. The final setup skew came out at 0.000308 ns. In this run the clock root is driven by a sky130_fd_sc_hd__clkbuf_8.

18 I/O pins were placed. Walking the worst path, the cells encountered are clkdlybuf4s50_1 > nand2b_1 > fa_1 > inv_1 > fa_1 > ha_2 > inv_1 > fa_2 > buf_4 > xnor2_2 > clkdlybuf4s50_1. For the number of clock sinks seen by CTS, the log shows 18.

In the post-synthesis netlist, the biggest area contributors are sky130_fd_sc_hd__dfxtp_1, sky130_fd_sc_hd__fa_1, sky130_fd_sc_hd__inv_1. The deepest clock path buffer count came out at 2. The CTS H-tree depth was 1; the count of inserted antenna diode cells was 0. The tools report the CTS buffer count as 3. The launch point of the worst min-delay path is recorded as x_2[6]$_DFF_P_. The synthesized netlist occupies a cell area of 967 sq um.

The upper clock frequency limit is 193 MHz, and the final setup violation count is 0. The tools report the number of cells in Yosys stat as 92. The worst register-to-register path has a setup slack of 4.87 ns. The tools report the power after layout as 0.397 mW.

In this run the critical register-to-register path is launched from x_1[2]$_DFF_P_. On the final layout, the worst hold slack is 0.350 ns. Per the final timing report, the hold violations number 0. The tools report the number of hold-repair buffers added at the cts stage as 0.

The mean instance size in the synthesized netlist was 10.5 sq um. For the clock insertion delay at the later pin of the skew report, the log shows 0.24 ns. The run gives 92 as the number of standard cells after synthesis.

The share of the synthesized area in the top cell type was 0.373. TritonRoute reported its final design rule violation total as 0. The run gives 0.977 for the final cycle utilization of the critical path. Leading area contributor after synthesis: sky130_fd_sc_hd__dfxtp_1. Setup repair after global routing left no endpoint under its margin. The tools report the critical path capture point type as a primary output. Dividing the detail-routed via count by the number of cells gives 2.76. Clock-pin slew was measured on the worst setup and hold paths at 0.06 ns. The area inside the core boundary was 8760 sq um; the number of enable-type register cells in the synthesized netlist was 0.

Looking at the reg2reg group, the worst path ends at x_2[2]$_DFF_P_. The run gives 0.855 for the relative slew slack. The fraction of final layout cells with drive strength greater than 1 came out at 0.168. For the number of antenna violations at the first check in global routing, the log shows 0.

By count the netlist is led by sky130_fd_sc_hd__inv_1, sky130_fd_sc_hd__dfxtp_1, sky130_fd_sc_hd__fa_1, sky130_fd_sc_hd__ha_1, sky130_fd_sc_hd__nand2b_1. Counting instances, the worst hold path has a depth of 0. The run gives 0.373 for the sequential-to-total area share from yosys stat. The area growth from synthesis to final layout is 43.3%. The endpoint of the worst hold path is x_3[6]$_DFF_P_. Entering global routing, the biggest net connects 10 pins. The total congestion overflow after global routing is 0, and the floorplan row count is 34. The run gives 5.18 ns for the final critical-path required period.

The fraction of registers with async set or reset after synthesis came out at 0. The first TritonRoute pass finished after 3 iterations. The run gives 15 for the count of input and output buffers. Most common flop cell mapped by yosys: sky130_fd_sc_hd__dfxtp_1. The synthesized chip area reported by yosys came out at 967 sq um.

For the chip area, the log shows 13200 sq um. TritonCTS built the clock tree. Total global routing track utilization: 0.0278. For this block, the via count after detailed routing is 627.

The critical path maximum fanout is 2. Once detailed placement completed, the half-perimeter wirelength came to 1410 um. The script logs the mean routed wire length per placed instance as 7.40 um. The detailed router reported a total wirelength of 1680 um. The run gives 115 um for the die width. The transition at the pin with the smallest max-transition slack was 0.215 ns. The launch point of the critical path was reported as x[3]. The slowest stage of the critical path is the sky130_fd_sc_hd__fa_1 cell. In this run the maximum-capacitance check reported violations numbering 0. The number of distinct library cell variants in the gate-level netlist after synthesis came out at 17. The tool warning count for the run is 27. RePlAce ended its routability-driven mode at a weighted congestion of 0.786. Once detail routing completed, the nets flagged for antenna violations numbered 0. Looking at the VDD voltage map, the peak drop is 0.000133 V.

The depth of the worst register-to-register path is 0. The type of the worst setup path was input pin to primary output. The leading cell type by number of instances after synthesis was sky130_fd_sc_hd__inv_1. The max-slew violation count is 0, and the number of register bits inferred by synthesis is 18.

The largest stage delay on the critical path was 0.51 ns. The die is 115 um tall. In this run the static leakage power is 0.662 nW.

Per the log, the first TritonRoute iteration ended with a DRC count of 6. The initial cell density of the core is 0.110. The timing report notes that buffer and inverter cells on the critical path total 5. The class of the worst hold path was flop to flop.

The logs give 1 for the total number of yosys warnings and 2930 um for the wire length of the first global-routing pass. The OpenROAD report gives the critical path a data arrival time of 4.12 ns. The required time of the critical path is 4.24 ns. The worst setup path is launched from an input pin.
how the worst max path moves through the flow:
stage / end / cells past startpoint
final: y[3] / 11
after global routing: y[3] / 11
after CTS: y[5] / 12
where the power goes:
group / switching (mW) / internal [mW] / leakage [nW]
clock: 0.0411 / 0.0504 / 0.0216
sequential: 0.00280 / 0.143 / 0.150
combinational: 0.0631 / 0.0970 / 0.490
cell usage in the layout, fill, tap and decap left out:
cell type / instances
sky130_fd_sc_hd__fa_2: 1
sky130_fd_sc_hd__nor2b_1: 1
sky130_fd_sc_hd__fa_1: 11
sky130_fd_sc_hd__ha_1: 6
sky130_fd_sc_hd__buf_4: 9
sky130_fd_sc_hd__dfxtp_1: 18
sky130_fd_sc_hd__xnor2_1: 2
sky130_fd_sc_hd__clkbuf_8: 3
sky130_fd_sc_hd__nand2b_1: 6
sky130_fd_sc_hd__a21oi_2: 2
sky130_fd_sc_hd__xnor2_2: 1
sky130_fd_sc_hd__clkdlybuf4s50_1: 11
sky130_fd_sc_hd__dlygate4sd2_1: 1
sky130_fd_sc_hd__dlymetal6s2s_1: 3
sky130_fd_sc_hd__a211oi_2: 1
sky130_fd_sc_hd__nor2b_2: 1
sky130_fd_sc_hd__nor2_1: 1
sky130_fd_sc_hd__o21ai_1: 1
sky130_fd_sc_hd__a21o_2: 1
sky130_fd_sc_hd__o31a_1: 1
sky130_fd_sc_hd__o21ai_0: 2
sky130_fd_sc_hd__o21bai_1: 1
sky130_fd_sc_hd__o21a_1: 1
sky130_fd_sc_hd__inv_1: 32
sky130_fd_sc_hd__a21oi_1: 1
sky130_fd_sc_hd__ha_2: 1
per-layer routing:
layer  GRT usage  vias to the layer above  part of all wire
met1      0.0376                      275              0.49
met4     0.00165                        0                 0
li1            -                      322                 -
met2      0.0327                       30              0.35
met3      0.0258                        0              0.16
met5           0                        -                 0
repair_timing:
| action | 4_1_cts | 5_1_grt |
|---|---|---|
| gates resized | 3 | 6 |
| buffers inserted | 0 | 3 |
| pin swaps | 1 | 4 |
| endpoints found under the setup margin | 4 | 3 |
registers in the layout (all words and copies together), names as in the netlist:
register and cells:
x_1 6, x_3 6, x_2 6
cell families after synthesis:
logic type                 Yosys count  share of synthesized area
DFF                                 18                      0.373
xor gates and xnor gates             3                     0.0272
adders and majority gates           19                      0.339
AOI/OAI and AO/OA                   11                     0.0815
buffers and inverters               32                      0.124
and+or+nand+nor                      9                     0.0556
cell type report:
type                       count  area (sq um)
fill                         981          7380
sequential                    18           360
inverter                      32           120
tap                          108           135
timing repair buffer          24           224
multi-input combinational     42           505
clock buffer                   3          41.3
stage by stage:
stage                     std cells  setup slack (ns)  utilization  setup TNS, ns  area [sq um]
after floorplan                  92              1.01            -              0           967
after global placement          221            -0.213        0.148         -0.516          1300
after detailed placement        221            -0.202        0.148         -0.523          1300
after CTS                       224            0.0102        0.153              0          1340
after global routing            227            0.0121        0.158              0          1390
final                           227             0.122        0.158              0          1390
Power figures rest on the tool's default switching activity, not on a simulated workload.
